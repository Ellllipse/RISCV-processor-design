==> /design/flow/design.v <==
module nerv #(
	parameter [31:0] RESET_ADDR = 32'h 0000_0000,
	parameter integer NUMREGS = 32
) (
	input clock,
	input reset,
	output trap,
    output logic [31:0] x10,
	output [31:0] imem_addr,
	input  [31:0] imem_data,
	output        dmem_valid,
	output [31:0] dmem_addr,
	output [ 3:0] dmem_wstrb,
	output [31:0] dmem_wdata,
	input  [31:0] dmem_rdata
);
	logic mem_wr_enable;
	logic [31:0] mem_wr_addr;
	logic [31:0] mem_wr_data;
	logic [3:0] mem_wr_strb;
	logic mem_rd_enable;
	logic [31:0] mem_rd_addr;
	logic [4:0] mem_rd_reg;
	logic [4:0] mem_rd_func;
	logic mem_rd_enable_q;
	logic [4:0] mem_rd_reg_q;
	logic [4:0] mem_rd_func_q;
	always @(posedge clock) begin
		mem_rd_enable_q <= mem_rd_enable;
		mem_rd_reg_q <= mem_rd_reg;
		mem_rd_func_q <= mem_rd_func;
		if (reset) begin
			mem_rd_enable_q <= 0;
		end
	end
	assign dmem_valid = mem_wr_enable || mem_rd_enable;
	assign dmem_addr  = mem_wr_enable ? mem_wr_addr : mem_rd_enable ? mem_rd_addr : 32'h x;
	assign dmem_wstrb = mem_wr_enable ? mem_wr_strb : mem_rd_enable ? 4'h 0 : 4'h x;
	assign dmem_wdata = mem_wr_enable ? mem_wr_data : 32'h x;
	logic [31:0] regfile [0:NUMREGS-1];
	logic [31:0] insn;
	logic [31:0] insn_q;
	logic [31:0] npc;
	logic [31:0] pc;
	logic [31:0] ppc;
	logic [31:0] imem_addr_q;
	assign imem_addr = (trap || mem_rd_enable_q) ? imem_addr_q : npc;
	assign insn = imem_data;
	logic [31:0] rs1_value;
	logic [31:0] rs2_value;
	logic [31:0] rs1_value_q;
	logic [31:0] rs2_value_q;
	always @(posedge clock) begin
		imem_addr_q <= imem_addr;
		ppc <= pc;
		if((npc != pc +4) || (insn_opcode_q == OPCODE_JAL) || insn_opcode_q == OPCODE_JALR) begin
			insn_q <= {25'b0, OPCODE_OP_IMM};
			flush <= 1;
		end else begin
			rs1_value <= !insn_rs1 ? 0 : regfile[insn_rs1];
			rs2_value <= !insn_rs2 ? 0 : regfile[insn_rs2];
			imm_i_sext <= $signed(imm_i);
			imm_s_sext <= $signed(imm_s);
			imm_b_sext <= $signed(imm_b);
			imm_j_sext <= $signed(imm_j);
			insn_q <= insn;
			flush <= 0;
		end
	end
	assign rs1_value_q = hazard_a? hazard_data : rs1_value;
	assign rs2_value_q = hazard_b? hazard_data : rs2_value;
	logic [6:0] insn_funct7;
	logic [4:0] insn_rs2;
	logic [4:0] insn_rs1;
	logic [2:0] insn_funct3;
	logic [4:0] insn_rd;
	logic [6:0] insn_opcode;
	assign {insn_funct7, insn_rs2, insn_rs1, insn_funct3, insn_rd, insn_opcode} = insn;
	logic [6:0] insn_funct7_q;
	logic [4:0] insn_rs2_q;
	logic [4:0] insn_rs1_q;
	logic [2:0] insn_funct3_q;
	logic [4:0] insn_rd_q;
	logic [6:0] insn_opcode_q;
	assign {insn_funct7_q, insn_rs2_q, insn_rs1_q, insn_funct3_q, insn_rd_q, insn_opcode_q} = insn_q;
	wire [11:0] imm_i;
	assign imm_i = insn[31:20];
	wire [11:0] imm_s;
	assign imm_s[11:5] = insn_funct7, imm_s[4:0] = insn_rd;
	wire [12:0] imm_b;
	assign {imm_b[12], imm_b[10:5]} = insn_funct7, {imm_b[4:1], imm_b[11]} = insn_rd, imm_b[0] = 1'b0;
	wire [20:0] imm_j;
	assign {imm_j[20], imm_j[10:1], imm_j[11], imm_j[19:12], imm_j[0]} = {insn[31:12], 1'b0};
	logic [31:0] imm_i_sext_q;
	logic [31:0] imm_s_sext_q;
	logic [31:0] imm_b_sext_q;
	logic [31:0] imm_j_sext_q;
	logic [31:0] imm_i_sext;
	logic [31:0] imm_s_sext;
	logic [31:0] imm_b_sext;
	logic [31:0] imm_j_sext;	
	assign imm_i_sext_q = imm_i_sext;
	assign imm_s_sext_q = imm_s_sext;
	assign imm_b_sext_q = imm_b_sext;
	assign imm_j_sext_q = imm_j_sext;
	localparam OPCODE_LOAD       = 7'b 00_000_11;
	localparam OPCODE_STORE      = 7'b 01_000_11;
	localparam OPCODE_MADD       = 7'b 10_000_11;
	localparam OPCODE_BRANCH     = 7'b 11_000_11;
	localparam OPCODE_LOAD_FP    = 7'b 00_001_11;
	localparam OPCODE_STORE_FP   = 7'b 01_001_11;
	localparam OPCODE_MSUB       = 7'b 10_001_11;
	localparam OPCODE_JALR       = 7'b 11_001_11;
	localparam OPCODE_CUSTOM_0   = 7'b 00_010_11;
	localparam OPCODE_CUSTOM_1   = 7'b 01_010_11;
	localparam OPCODE_NMSUB      = 7'b 10_010_11;
	localparam OPCODE_RESERVED_0 = 7'b 11_010_11;
	localparam OPCODE_MISC_MEM   = 7'b 00_011_11;
	localparam OPCODE_AMO        = 7'b 01_011_11;
	localparam OPCODE_NMADD      = 7'b 10_011_11;
	localparam OPCODE_JAL        = 7'b 11_011_11;
	localparam OPCODE_OP_IMM     = 7'b 00_100_11;
	localparam OPCODE_OP         = 7'b 01_100_11;
	localparam OPCODE_OP_FP      = 7'b 10_100_11;
	localparam OPCODE_SYSTEM     = 7'b 11_100_11;
	localparam OPCODE_AUIPC      = 7'b 00_101_11;
	localparam OPCODE_LUI        = 7'b 01_101_11;
	localparam OPCODE_RESERVED_1 = 7'b 10_101_11;
	localparam OPCODE_RESERVED_2 = 7'b 11_101_11;
	localparam OPCODE_OP_IMM_32  = 7'b 00_110_11;
	localparam OPCODE_OP_32      = 7'b 01_110_11;
	localparam OPCODE_CUSTOM_2   = 7'b 10_110_11;
	localparam OPCODE_CUSTOM_3   = 7'b 11_110_11;
	logic next_wr;
	logic [31:0] next_rd;
	logic illinsn;
	logic [31:0] hazard_data;
	logic hazard_a;
	logic hazard_b;
	logic flush;
	logic trapped;
	logic trapped_q;
	assign trap = trapped;
	always_comb begin
		npc = pc + 4;
		next_wr = 0;
		next_rd = 0;
		illinsn = 0;
		mem_wr_enable = 0;
		mem_wr_addr = 'hx;
		mem_wr_data = 'hx;
		mem_wr_strb = 'hx;
		mem_rd_enable = 0;
		mem_rd_addr = 'hx;
		mem_rd_reg = 'hx;
		mem_rd_func = 'hx;
		case (insn_opcode_q)
			OPCODE_LUI: begin
				next_wr = 1;
				next_rd = insn_q[31:12] << 12;
			end
			OPCODE_AUIPC: begin
				next_wr = 1;
				next_rd = (insn_q[31:12] << 12) + pc;
			end
			OPCODE_JAL: begin
				next_wr = 1;
				next_rd = npc - 4;
				npc = ppc + imm_j_sext_q;
				if (npc & 32'b 11) begin
					illinsn = 1;
					npc = npc & ~32'b 11;
				end
			end
			OPCODE_JALR: begin
				case (insn_funct3_q)
					3'b 000  : begin
						next_wr = 1;
						next_rd = npc;
						npc = (rs1_value_q + imm_i_sext_q) & ~32'b 1;
					end
					default: illinsn = 1;
				endcase
				if (npc & 32'b 11) begin
					illinsn = 1;
					npc = npc & ~32'b 11;
				end
			end
			OPCODE_BRANCH: begin
				case (insn_funct3_q)
					3'b 000  : begin if (rs1_value_q == rs2_value_q) npc = ppc + imm_b_sext_q; end
					3'b 001  : begin if (rs1_value_q != rs2_value_q) npc = ppc + imm_b_sext_q; end
					3'b 100  : begin if ($signed(rs1_value_q) < $signed(rs2_value_q)) npc = ppc + imm_b_sext_q; end
					3'b 101  : begin if ($signed(rs1_value_q) >= $signed(rs2_value_q)) npc = ppc + imm_b_sext_q; end
					3'b 110  : begin if (rs1_value_q < rs2_value_q) npc = ppc + imm_b_sext_q; end
					3'b 111  : begin if (rs1_value_q >= rs2_value_q) npc = ppc + imm_b_sext_q; end
					default: illinsn = 1;
				endcase
				if (npc & 32'b 11) begin
					illinsn = 1;
					npc = npc & ~32'b 11;
				end
			end
			OPCODE_LOAD: begin
				mem_rd_addr = rs1_value_q + imm_i_sext_q;
				casez ({insn_funct3_q, mem_rd_addr[1:0]})
					5'b 000_zz  ,
					5'b 001_z0  ,
					5'b 010_00  ,
					5'b 100_zz  ,
					5'b 101_z0  : begin
						mem_rd_enable = 1;
						mem_rd_reg = insn_rd_q;
						mem_rd_func = {mem_rd_addr[1:0], insn_funct3_q};
						mem_rd_addr = {mem_rd_addr[31:2], 2'b 00};
					end
					default: illinsn = 1;
				endcase
				npc = pc;
			end
			OPCODE_STORE: begin
				mem_wr_addr = rs1_value_q + imm_s_sext_q;
				casez ({insn_funct3_q, mem_wr_addr[1:0]})
					5'b 000_zz  ,
					5'b 001_z0  ,
					5'b 010_00  : begin
						mem_wr_enable = 1;
						mem_wr_data = rs2_value_q;
						mem_wr_strb = 4'b 1111;
						case (insn_funct3_q)
							3'b 000  : begin mem_wr_strb = 4'b 0001; end
							3'b 001  : begin mem_wr_strb = 4'b 0011; end
							3'b 010  : begin mem_wr_strb = 4'b 1111; end
						endcase
						mem_wr_data = mem_wr_data << (8*mem_wr_addr[1:0]);
						mem_wr_strb = mem_wr_strb << mem_wr_addr[1:0];
						mem_wr_addr = {mem_wr_addr[31:2], 2'b 00};
					end
					default: illinsn = 1;
				endcase
				npc = pc;
			end
			OPCODE_OP_IMM: begin
				casez ({insn_funct7_q, insn_funct3_q})
					10'b zzzzzzz_000  : begin next_wr = 1; next_rd = rs1_value_q + imm_i_sext_q; end
					10'b zzzzzzz_010  : begin next_wr = 1; next_rd = $signed(rs1_value_q) < $signed(imm_i_sext_q); end
					10'b zzzzzzz_011  : begin next_wr = 1; next_rd = rs1_value_q < imm_i_sext_q; end
					10'b zzzzzzz_100  : begin next_wr = 1; next_rd = rs1_value_q ^ imm_i_sext_q; end
					10'b zzzzzzz_110  : begin next_wr = 1; next_rd = rs1_value_q | imm_i_sext_q; end
					10'b zzzzzzz_111  : begin next_wr = 1; next_rd = rs1_value_q & imm_i_sext_q; end
					10'b 0000000_001  : begin next_wr = 1; next_rd = rs1_value_q << insn_q[24:20]; end
					10'b 0000000_101  : begin next_wr = 1; next_rd = rs1_value_q >> insn_q[24:20]; end
					10'b 0100000_101  : begin next_wr = 1; next_rd = $signed(rs1_value_q) >>> insn_q[24:20]; end
					default: illinsn = 1;
				endcase
			end
			OPCODE_OP: begin
				case ({insn_funct7_q, insn_funct3_q})
					10'b 0000000_000  : begin next_wr = 1; next_rd = rs1_value_q + rs2_value_q; end
					10'b 0100000_000  : begin next_wr = 1; next_rd = rs1_value_q - rs2_value_q; end
					10'b 0000000_001  : begin next_wr = 1; next_rd = rs1_value_q << rs2_value_q[4:0]; end
					10'b 0000000_010  : begin next_wr = 1; next_rd = $signed(rs1_value_q) < $signed(rs2_value_q); end
					10'b 0000000_011  : begin next_wr = 1; next_rd = rs1_value_q < rs2_value_q; end
					10'b 0000000_100  : begin next_wr = 1; next_rd = rs1_value_q ^ rs2_value_q; end
					10'b 0000000_101  : begin next_wr = 1; next_rd = rs1_value_q >> rs2_value_q[4:0]; end
					10'b 0100000_101  : begin next_wr = 1; next_rd = $signed(rs1_value_q) >>> rs2_value_q[4:0]; end
					10'b 0000000_110  : begin next_wr = 1; next_rd = rs1_value_q | rs2_value_q; end
					10'b 0000000_111  : begin next_wr = 1; next_rd = rs1_value_q & rs2_value_q; end
					default: illinsn = 1;
				endcase
			end
			default: illinsn = 1;
		endcase
		if (mem_rd_enable_q) begin
			npc = pc;
			next_wr = 0;
			illinsn = 0;
			mem_rd_enable = 0;
			mem_wr_enable = 0;
		end
		if (reset || reset_q) begin
			npc = RESET_ADDR;
			next_wr = 0;
			illinsn = 0;
			mem_rd_enable = 0;
			mem_wr_enable = 0;
		end
	end
	logic reset_q;
	logic [31:0] mem_rdata;
	always_comb begin
		mem_rdata = dmem_rdata >> (8*mem_rd_func_q[4:3]);
		case (mem_rd_func_q[2:0])
			3'b 000  : begin mem_rdata = $signed(mem_rdata[7:0]); end
			3'b 001  : begin mem_rdata = $signed(mem_rdata[15:0]); end
			3'b 100  : begin mem_rdata = mem_rdata[7:0]; end
			3'b 101  : begin mem_rdata = mem_rdata[15:0]; end
		endcase
	end
	always @(posedge clock) begin
		reset_q <= reset;
		trapped_q <= trapped;
		if (!trapped && !reset && !reset_q) begin
			if (illinsn)
				trapped <= 1;
			pc <= npc;
			if(!flush && insn_rd_q == insn_rs1) begin
				hazard_a <= 1;
				hazard_data <= next_rd;
			end else if (!flush && insn_rd_q == insn_rs2 && insn_opcode != OPCODE_OP_IMM) begin
				hazard_b <= 1;
				hazard_data <= next_rd;
			end else begin
				hazard_a <= 0;
				hazard_b <= 0;
			end
			if (mem_rd_enable_q || next_wr) begin
				regfile[mem_rd_enable_q ? mem_rd_reg_q : insn_rd_q] <= mem_rd_enable_q ? mem_rdata : next_rd;
			end
            x10 <= regfile[10];
		end
		if (reset || reset_q) begin
			pc <= RESET_ADDR - (reset ? 4 : 0);
			trapped <= 0;
		end
	end
endmodule
==> /design/flow/run.sh <==
#!/bin/bash
# OpenROAD 26Q1-2900-gdf79404cd8, Yosys 0.63+post, stock flow scripts
make -C /OpenROAD-flow-scripts/flow DESIGN_CONFIG=/design/flow/config.mk WORK_HOME=/design/flow/orfs finish
==> /design/flow/config.mk <==
export PLATFORM = sky130hd
export DESIGN_NAME = nerv
export DESIGN_NICKNAME = nerv
export VERILOG_FILES = /design/flow/design.v
export SDC_FILE = /design/flow/constraint.sdc
export NUM_CORES = 4
export LEC_CHECK = 1
export CORE_UTILIZATION = 50
==> /design/flow/constraint.sdc <==
current_design nerv

set clk_period 22.8
set clk_io_pct 0.2

create_clock -name clk0 -period $clk_period [get_ports {clock}]

set non_clock_inputs [all_inputs -no_clocks]
set_input_delay [expr $clk_period * $clk_io_pct] -clock clk0 $non_clock_inputs
set_output_delay [expr $clk_period * $clk_io_pct] -clock clk0 [all_outputs]
==> run notes <==
yosys + openroad results -> status=complete, no violations, buffers added on ports=~200, largest net degree at the start of global routing=between 70 and 80, synthesized area=between 80,000 and 90,000 µm², core box area=169,800 µm², Commonest Layout Cell=edfxtp_1, Final period util=around 66%, cell mode on critical path=buf_4, Crit Path Category=in2out, GRT Total Usage=49.76%, Clk pin slew, worst setup/hold paths=~0.060 ns, worst clock skew=about 0.07 ns, Power per Cell Area=about 58 nW/µm², Max Cap Violations=0, Area growth syn-to-layout=13.17%, Total Wirelength=between 400,000 and 500,000 µm, Vias/cell=between 7 and 8, area leader, netlist=edfxtp_1, Syn. warnings=1, die width=between 400 and 500 µm, drt wl/cell=about 40 µm, Detailed Routing Iterations Pass 1=6, slowest stage cell, crit path=o221ai_1, minimum clock period=about 15 ns, worst-margin pin slew=roughly 1.3 ns, startpoint types=input pin, Worst Hold Slack=about 0.44 ns, initial DRC count=7,965, gpl congestion=~1.1, total power draw=roughly 5600 µW, first-pass GRT wire length=roughly 560,000 µm, worst path cell trace=clkdlybuf4s50_1, buf_4, or2_2, buf_4, nor2_1, o21ai_0, buf_4, a31o_2, a21oi_2, buf_4, o21a_1, buf_4, mux2_2, mux2_2, o221ai_1, o21ai_0, a221oi_1, inv_1, clkdlybuf4s50_1, Yosys Instances=~7,600, HP Class=reg2reg, number of buffers created by CTS=around 140, DP Cell Count=9,856, fraction of layout cells with a size suffix above 1=17.38%, Gate Count Post-Synth=around 7,600, WP data required=around 18 ns, DR vias=around 73,000, Syn Area/Cell=about 11 µm², OpenROAD warnings=~180, Setup-failing EPs final=0, Ports=around 200, Insertion Delay late pin=just over 0.8 ns, CTS tree=done, ys flop type=edfxtp_1, unrepaired setup endpoints after global routing=no, cts hold-fix bufs=0, register area share after synthesis=roughly 45%, Max Buffers Root-to-Sink=3, CP endpoint kind=primary output, Synth area leaders=edfxtp_1 (42%), mux4_2 (12%), mux2i_1 (5.5%), die y size=416.1 µm, WP data arrival=~10 ns, fin cells=just over 10,000, fmax=around 67 MHz, clk root buf=clkbuf_16, H-tree depth=4, P_leak=0.03447 µW, Setup TNS=0 ns, maximum VDD drop=between 0.00007 and 0.00008 V, Flops after synth=around 1,300, gr ovfl total=0, antenna violations before repair=15, fin. max-slew vios=0, unique cell type count in the Yosys netlist=about 120, most instantiated logic cells after routing=edfxtp_1 (1,211), nand2_1 (579), nor2_1 (537), drc violations=0, row cnt=151, Final Hold Fails=0, ys async rst share=0%, setup bufs post-CTS=0, cts repair resizes=0, vias in the first global route=between 70,000 and 80,000, Critical Path Max Stage Delay=~0.57 ns, synthesis area per yosys=between 80,000 and 90,000 µm², Floorplan Utilization=about half, flip-flops with a built-in enable=about 1,200, Routed Antenna Nets=0, CTS Sinks=1,321, DIE AREA=173,200 µm², worst-path maximum fanout=33, Slew headroom=slightly above 10%, Max-area cell share=42.41%, Final HPWL DP=between 200,000 and 300,000 µm
[cell usage after synthesis, drive strengths merged, types with 16 or more instances]
cell type	count
nand2	581
and4	18
a211o	23
xor2	75
nand4	56
o211ai	106
o221ai	102
nand2b	36
a211oi	104
ha	286
a31oi	80
nor2	579
nor2b	27
o22a	19
or4	18
clkbuf	400
o22ai	114
a21o	68
o21ai	410
dfxtp	110
and3	51
nor4	78
or3	44
inv	209
o31ai	54
or2	42
mux4	462
o21a	52
xnor2	146
o21bai	49
mux2i	470
nor3	181
a21oi	468
o311ai	16
nand3	116
edfxtp	1211
mux2	47
a311oi	17
o2111ai	21
a221oi	97
a2111oi	55
and2	30
buf	161
a22oi	48
[kinds of logic after synthesis]
kind of cell / Yosys count / share of synthesized area (%)
xor+xnor: 221 / 2.279
compound gates: 2077 / 16.36
buf+inv: 774 / 3.502
fa+ha+maj: 293 / 4.337
simple gates: 1892 / 10.30
mux: 979 / 18.24
flops: 1321 / 44.98
[state kept, by name, indices dropped and copies added, names as in the netlist, 8 cells and up]
register	flops
rs2_value	32
imm_j_sext	8
insn_q	32
pc	32
ppc	32
imem_addr_q	32
x10	32
hazard_data	32
regfile	1024
imm_s_sext	11
rs1_value	32
[through the flow]
step	instance area, µm²	setup slack, ns	utilization (%)
2_1_floorplan	85750	8.879	-
3_3_place_gp	92350	8.084	54.37
3_5_place_dp	92350	7.974	54.37
4_1_cts	97020	7.973	57.12
5_1_grt	97020	7.763	57.12
6_report	97040	7.866	57.13
[final timing paths]
path             start              end  slack (ns)  cells after the start
max              reset   dmem_wdata[31]        7.87                     19
min          insn_q[9]  mem_rd_reg_q[2]        0.44                      0
max reg2reg   hazard_a    rs1_value[10]       13.40                     20
min reg2reg  insn_q[9]  mem_rd_reg_q[2]        0.44                      0
[power by group]
part           switching, µW  total, µW  leakage (µW)  internal (µW)
sequential              10.5       2650        0.0119           2640
combinational            419        658        0.0204            239
clock                   1000       2300       0.00224           1290
[final cells by class]
cell class	count	area, µm²
Fill cell	13680	72810
Multi-Input combinational cell	5462	44860
Sequential cell	1321	38580
Timing Repair Buffer	642	5338
Clock buffer	169	3622
Tap cell	2218	2775
Clock inverter	85	1041
Inverter	213	804.5
Antenna cell	11	27.53
[critical path, delay by kind of cell]
| kind | cells | cell delay (ns) |
|---|---|---|
| AND-OR/OR-AND | 7 | 1.95 |
| buffers and inverters | 8 | 2.33 |
| multiplexers | 2 | 0.74 |
| AND/OR/NAND/NOR | 2 | 0.76 |
[layer usage]
layer | vias up | global-route usage (%) | share of wire, %
li1 | 30310 | - | -
met1 | 35470 | 61.09 | 32
met2 | 5926 | 68.48 | 43
met3 | 1471 | 26.56 | 15
met4 | 15 | 35.90 | 9.9
met5 | - | 1.945 | 0.097
Power is estimated from default activity; no workload was simulated.
